`flow/run.sh`:
```
#!/bin/bash
# OpenROAD 26Q1-2900-gdf79404cd8, Yosys 0.63+post, stock flow scripts
make -C /OpenROAD-flow-scripts/flow DESIGN_CONFIG=/design/flow/config.mk WORK_HOME=/design/flow/orfs finish
```
`flow/constraint.sdc`:
```
current_design cnt4

set clk_period 1.5
set clk_io_pct 0.2

create_clock -name clk0 -period $clk_period [get_ports {clk}]

set non_clock_inputs [all_inputs -no_clocks]
set_input_delay [expr $clk_period * $clk_io_pct] -clock clk0 $non_clock_inputs
set_output_delay [expr $clk_period * $clk_io_pct] -clock clk0 [all_outputs]
```
`flow/config.mk`:
```
export PLATFORM = sky130hd
export DESIGN_NAME = cnt4
export DESIGN_NICKNAME = cnt4
export VERILOG_FILES = /design/flow/design.v
export SDC_FILE = /design/flow/constraint.sdc
export NUM_CORES = 4
export LEC_CHECK = 1
export CORE_AREA = 10 10 70 70
export DIE_AREA = 0 0 80 80
```
`flow/design.v`:
```
module cnt4(pr_b,clr_b,clk,q);
    input pr_b;
    input clr_b;
    input clk;
    output [3:0] q;
    reg [3:0] q;
    always @(posedge clk or negedge pr_b or negedge clr_b)
    begin
        if (pr_b == 0) q <= 4'b1111;
        else if (clr_b == 0) q <= 4'b0000;
        else
        begin
            if (q == 4'b1111) q <= 4'b0000;
            else q <= q + 1;
        end
    end
endmodule
```
==> out/notes.md <==
Number of antenna diodes: 0. Power per cell area: 804 nW/um^2. From the final report, the count of setup violators was given as 0.

For reference, the placement row count at floorplan is 21. The logs give 0 ns for the setup TNS after final layout and 0.676 for the weighted congestion reported at the end of routability-driven placement. The tools report the number of violations reported at the end of detailed-routing iteration 0 as 0. The CTS H-tree depth was 1. On the critical path, the stage with the largest delay is an instance of dfbbp_1.

Nets still carrying antenna violations after routing amount to 0. In this run the cell area of the synthesized design comes to 184 sq um. The post-route minimum period is 1.28 ns.

The final design instance area without fill is 349 sq um. The run gives 0.00670 ns for the worst-case clock skew. The library cell used as clock root buffer was clkbuf_4. STA classifies the critical path endpoint as a primary output.

The worst setup path is of the register to primary output kind. The biggest fanout along the worst timing path is 2. The run gives 7 as the number of top-level pins. The critical path launch point type is a register.

Data on the critical path is required at its endpoint by 1.20 ns. The logs give 0 for the initial antenna violation count and 4 for the number of sinks on the clock net. The floorplan step set the die height to 80 um. After synthesis, the design contains 11 cells according to Yosys. The first global-routing pass estimated 834 um of wire.

TritonCTS built the clock tree. The run gives 2 for the total number of yosys warnings. The registers reported with the highest flop counts are q: 4 flops.

The tools report the met1 wire length as 324 um. The number of hold-repair buffers added at the cts stage came out at 0. The run gives 0 as the number of pins exceeding their max-slew limit in the final report. The hold violation count in the final report was 0; the synthesis-to-layout area growth was 89.8%.

Type of the tightest min-delay check: input port to asynchronous set/reset pin. The run gives 6 as the number of distinct library cells after synthesis. The run gives 16.7 sq um for the synthesized area per cell. The register area share after synthesis is 0.707, and the flip-flop count of the largest register after layout is 4.

Broken down by cell family, the worst path's largest delay share belongs to flip-flops. The run gives 0.252 ns for the actual transition at the worst max-transition pin. Largest register by flop count: q. The clock passes through at most 2 buffers. In the layout the commonest cells are 4 x dlygate4sd2_1, 4 x buf_4, 4 x dfbbp_1. The logs give 0.24 ns for the clock latency on the worst-skew pair and 85 um for the detailed-routed wire length on met3. For reference, the top cells by area after synthesis are dfbbp_1 71%, a31oi_1 10%, ha_1 6.8%. For the overall track demand over capacity in global routing, the log shows 0.0177.

The run gives 3 as the number of buffers inserted during clock tree synthesis. The number of warnings in the stage logs is 29. With the DRC violations left at 0, the chip width is 80 um. The wire length reported by the detailed router came out at 548 um. Per the detailed placement report, the placed cell area equals 317 sq um.

The report puts the cell count of the worst reg-to-reg path at 4. The run gives 0.854 for the final clock period utilization by the worst path. The flow ran to the end, and the final reports show no timing, DRC or antenna violations.

The headroom to the max-slew limit is 0.831, and the number of flip-flops and latches in the synthesized netlist is 4. Uppermost signal routing layer after detailed routing: met3. Setup repair after global routing left no endpoint under its margin. The share of final-layout standard cells stronger than drive strength 1 works out to 0.292. Detailed routing placed a total of 138 um of wire on met2.

The routed layout has 158 vias. TritonRoute output was used to compute an average wire per cell of 7.83 um. The report counts max-capacitance violations totalling 0.

With the share of the synthesized area in the top cell type at 0.707, the via density per instance is 2.26. The cell sequence reported for the critical path is dlygate4sd2_1. The via count of the first global-routing pass is 167, and the count of buffering cells on the critical path with inverters included is 1. The critical path depth in cells was 1; the floorplan utilization was 0.0538. The first-pass iteration count of the detailed router was 1; the number of input and output port buffers inserted was 6. The cell accounting for the most synthesized area was dfbbp_1. For this run, the slowest stage of the critical path takes 0.53 ns. The logs give 0.98 ns for the arrival time at the worst endpoint and 0 for the global route total overflow.

The logs give 3420 sq um for the core outline area and 184 sq um for the chip area from the yosys synthesis statistics. Entering global routing, the biggest net connects 6 pins. In the CTS report, the clock slew at the register clock pins of the worst setup and hold paths is listed as 0.04 ns.

Looking at the VDD voltage map, the peak drop is 0.000431 V. The maximum clock frequency was 781 MHz; the synthesized netlist cell count was 11. The chip occupies 6400 sq um. Per the OpenROAD power report, leakage power amounts to 0.168 nW.
power breakdown:
part           switching, W  leakage [nW]  internal (W)
Combinational    0.00000437         0.100    0.00000522
Clock             0.0000433        0.0138     0.0000894
Sequential                0        0.0541      0.000138
Total             0.0000477         0.168      0.000233
repair_timing:
action / 4_1_cts / 5_1_grt
setup endpoints to repair: 4 / 0
buffers inserted: 2 / 0
gates resized: 4 / 0
metrics by stage:
step	worst slack, ns	util	power (W)	instances	hold slack [ns]
6_report	0.220	0.102	0.000281	70	0.588
5_1_grt	0.155	0.102	0.000297	70	0.608
2_1_floorplan	0.428	-	0.000142	11	0.184
4_1_cts	0.197	0.102	0.000286	70	0.592
3_5_place_dp	0.120	0.0927	0.000150	65	0.668
3_3_place_gp	0.137	0.0927	0.000150	65	0.657
cell type report:
class / count / area (sq um)
fillers: 409 / 3070
flip-flops and latches: 4 / 130
repair buffers: 10 / 85.1
well taps: 46 / 57.6
multi-input cells: 7 / 53.8
clock buffers: 3 / 22.5
synthesized netlist by cell type:
master and count:
xor2_1 1, dfbbp_1 4, a21o_1 1, nand2b_1 1, a31oi_1 3, ha_1 1
logic make-up (layout without fill, tap and decap cells):
logic type      count (synthesis)  count (layout)  share of synthesized area
simple gates                    1               1                     0.0340
fa+ha+maj                       1               1                     0.0680
xor+xnor                        1               1                     0.0476
compound gates                  4               4                      0.143
flops                           4               4                      0.707
buf+inv                         0              13                          0
worst paths after layout:
kind	from	endpoint	slack (ns)
setup / recovery	q[3]	q[3]	0.22
hold / removal	pr_b	q[3]	0.59
setup reg to reg	q[0]	q[3]	0.27
hold reg to reg	q[3]	q[0]	0.77
max in group asynchronous	pr_b	q[2]	0.60
min in group clk0	q[3]	q[0]	0.77
routing by layer:
metal,vias to the layer above,global-route usage
met2,13,0.0144
met3,0,0.0205
met4,0,0.00528
met1,73,0.0249
li1,72,-
met5,-,0
No activity file was given, so power comes from the tool's default toggle rates.
