### flow/run.sh
#!/bin/bash
# OpenROAD 26Q1-2900-gdf79404cd8, Yosys 0.63+post, stock flow scripts
make -C /OpenROAD-flow-scripts/flow DESIGN_CONFIG=/design/flow/config.mk WORK_HOME=/design/flow/orfs finish
### flow/config.mk
export PLATFORM = sky130hd
export DESIGN_NAME = fulladder_4bit
export DESIGN_NICKNAME = fulladder_4bit
export VERILOG_FILES = /design/flow/design.v
export SDC_FILE = /design/flow/constraint.sdc
export NUM_CORES = 4
export LEC_CHECK = 1
export CORE_AREA = 10 10 70 70
export DIE_AREA = 0 0 80 80
### flow/constraint.sdc
current_design fulladder_4bit

set clk_period 7.1
set clk_io_pct 0.2

create_clock -name clk0 -period $clk_period

set non_clock_inputs [all_inputs -no_clocks]
set_input_delay [expr $clk_period * $clk_io_pct] -clock clk0 $non_clock_inputs
set_output_delay [expr $clk_period * $clk_io_pct] -clock clk0 [all_outputs]
### flow/design.v
module fulladder_2bit(
    input a,
    input b,
    input cin,
    output s,
    output cout );
    reg s, cout;
    always @(a, b, cin)
    begin
        if (a == 0 && b == 0 && cin == 0) begin s = 0; cout = 0; end
        else if (a == 0 && b == 0 && cin == 1) begin s = 1; cout = 0; end
        else if (a == 0 && b == 1 && cin == 0) begin s = 1; cout = 0; end
        else if (a == 0 && b == 1 && cin == 1) begin s = 0; cout = 1; end
        else if (a == 1 && b == 0 && cin == 0) begin s = 1; cout = 0; end
        else if (a == 1 && b == 0 && cin == 1) begin s = 0; cout = 1; end
        else if (a == 1 && b == 1 && cin == 0) begin s = 0; cout = 1; end
        else if (a == 1 && b == 1 && cin == 1) begin s = 1; cout = 1; end
    end
endmodule
module fulladder_4bit(a, b, s, c);
    input [3:0] a;
    input [3:0] b;
    output [3:0] s;
    output c;
    wire [4:0] TmpCarry;
    wire [3:0] TmpSum;
    assign TmpCarry[0] = 0;
    fulladder_2bit Bit_one(.a(a[0]), .b(b[0]), .cin(TmpCarry[0]), .s(TmpSum[0]), .cout(TmpCarry[1]));
    fulladder_2bit Bit_two(.a(a[1]), .b(b[1]), .cin(TmpCarry[1]), .s(TmpSum[1]), .cout(TmpCarry[2]));
    fulladder_2bit Bit_three(.a(a[2]), .b(b[2]), .cin(TmpCarry[2]), .s(TmpSum[2]), .cout(TmpCarry[3]));
    fulladder_2bit Bit_four(.a(a[3]), .b(b[3]), .cin(TmpCarry[3]), .s(TmpSum[3]), .cout(TmpCarry[4]));
    assign s = TmpSum;
    assign c = TmpCarry[4];
endmodule
==> insert_results.sql <==
-- physical implementation figures
INSERT INTO impl_metrics (metric_group, metric, value, unit) VALUES
('global_route', 'grt_pass1_wl', '793', 'microns'),
('status', 'outcome', 'complete, no violations', ''),
('floorplanning', 'design.portCount', '13', ''),
('synth', 'ys.flops', '8', ''),
('worst_setup_path', 'critical_path.endpoint_type', 'output pin', ''),
('worst_setup_path', 'critical_path_peak_fanout', '1', ''),
('layout', 'area_growth_syn_to_layout', '59.5', '%'),
('floorplanning', 'core.rowCount', '21', ''),
('power_and_ir_drop', 'irDropWorstVdd', '0.00971', 'mV'),
('global_route', 'grt_remaining_overflow', '0', ''),
('worst_setup_path', 'logic_depth_of_the_worst_setup_path_including_buffers', '8', ''),
('layout', 'layout.filler_cells', '392', ''),
('synth', 'synth_area', '297', 'sq um'),
('synth', 'post_synth_and_or_nand_nor_area_fraction', '4.22', '%'),
('global_route', 'global_route.usage.total', '1.47', '%'),
('final_timing', 'setup_viol', '0', ''),
('placed_design', 'io_buffers', '13', ''),
('drt', 'post-route-drc-count', '0', ''),
('worst_setup_path', 'timing.critical_path.max_delay_family', 'adder cells', ''),
('global_route', 'antenna_found_initial', '0', ''),
('clock_tree', 'cts_hold_buffers', '0', ''),
('synth', 'post_synth_fa_ha_maj_area_fraction', '41.4', '%'),
('clock_tree', 'post_cts_resize_count', '0', ''),
('final_timing', 'unclocked_pins', '8', ''),
('layout', 'comb_area', '158', 'sq um'),
('floorplanning', 'fp_util', '8.68', '%'),
('synth', 'synthesis.yosys.warnings', '1', ''),
('synth', 'synth.comb.largest_family', 'adder cells', ''),
('power_and_ir_drop', 'power.leakage', '0.000212', 'uW'),
('drt', 'antenna_cells', '0', ''),
('clock_tree', 'post_cts_buffers', '0', ''),
('synth', 'postSynthCellCount', '25', ''),
('drt', 'dr_total_vias', '180', ''),
('final_timing', 'max_clock_freq', '0.173', 'GHz'),
('worst_setup_path', 'worst_ep_arrival_time', '4.36', 'ns'),
('final_timing', 'totalNegativeSetupSlack', '0', 'ns'),
('worst_setup_path', 'crit_end', 's[3]', ''),
('floorplanning', 'floorplan.die.width', '80', 'microns'),
('global_route', 'number_of_global_route_vias_before_repair', '167', ''),
('synth', 'yosys-stat-cells', '25', ''),
('final_timing', 'period_needed', '5.78', 'ns'),
('drt', 'via_per_inst', '2.12', ''),
('drt', 'postRouteAntennaNets', '0', ''),
('global_route', 'grt_start_max_net_pins', '4', ''),
('final_timing', 'grt_setup_unrepaired', 'false', ''),
('worst_setup_path', 'worst_setup_path_startpoint', 'a[1]', ''),
('job', 'tool_warnings', '36', ''),
('worst_setup_path', 'setup.worst_path.class', 'input pin to output pin', ''),
('worst_setup_path', 'critical_path.startpoint_type', 'input pin', ''),
('floorplanning', 'coreArea', '0.00342', 'sq mm'),
('floorplanning', 'floorplan.die.height', '80', 'microns'),
('job', 'maxCapViolCount', '0', ''),
('final_timing', 'endpoints_left_unconstrained', '9', ''),
('placed_design', 'gpl.final_weighted_congestion', '0.715', ''),
('worst_setup_path', 'critical_path.slowest_cell', 'fa_1', ''),
('worst_setup_path', 'path_buffers', '2', ''),
('drt', 'detail_route.iter0.violations', '0', ''),
('synth', 'synth.avg_cell_area', '11.9', 'sq um'),
('final_timing', 'final-hold-violation-count', '0', ''),
('drt', 'drt-wirelength-per-cell', '5.62', 'microns'),
('synth', 'yosys.area_share.xor_xnor', '0', '%'),
('drt', 'drt_pass1_iterations', '1', ''),
('synth', 'post_synth_mux_area_share', '0', '%'),
('synth', 'synth_compound_gate_area_share', '0', '%'),
('synth', 'ys_types', '8', ''),
('floorplanning', 'die_area', '0.00640', 'sq mm'),
('worst_setup_path', 'critical_path.cell_chain', 'clkdlybuf4s50_1, fa_1, dlxtn_1, fa_1, dlxtn_1, fa_1, dlxtn_1, clkdlybuf4s50_1', ''),
('drt', 'wirelength', '478', 'microns'),
('worst_setup_path', 'worstPathRequired', '5.68', 'ns'),
('final_timing', 'slew_violations', '0', ''),
('synth', 'yosysChipArea', '297', 'sq um'),
('layout', 'regArea', '120', 'sq um'),
('worst_setup_path', 'slowest_delay', '0.47', 'ns'),
('power_and_ir_drop', 'power.density_cell_area', '33.8', 'mW/mm^2'),
('final_timing', 'period_utilisation_layout', '81.4', '%'),
('layout', 'share_of_final_layout_standard_cells_stronger_than_drive_strength_1', '0', '%');
[power by group]
part           internal [uW]  switching (uW)
clock network              0               0
registers               4.02           0.441
logic                   7.71            3.81
[cell usage after synthesis (all sizes together)]
library cell	count	area, sq um
buf	4	30.0
fa	3	60.1
inv	2	7.51
dlxtn	8	120
nor4	1	6.26
conb	1	3.75
ha	5	62.6
and2	1	6.26
[routing by layer]
| layer | share of wire (%) | track usage [%] |
|---|---|---|
| met4 | 0 | 0 |
| met1 | 46 | 2.17 |
| met2 | 29 | 1.85 |
| met5 | 0 | 0 |
| met3 | 25 | 0.909 |
[flip-flops by register name, indices dropped and copies added (netlist names)]
signal,cells
Bit_three.s,1
Bit_four.cout,1
Bit_two.s,1
Bit_one.s,1
Bit_one.cout,1
Bit_three.cout,1
Bit_two.cout,1
Bit_four.s,1
[logic make-up after synthesis]
kind of cell	count (synthesis)
other cells	1
buf+inv	6
simple gates	2
fa+ha+maj	8
latches	8
[cell usage in the layout (no fill, tap or decap)]
master           synthesis  final
inv_1                    2      2
and2_1                   1      1
conb_1                   1      6
ha_1                     5      5
clkdlybuf4s50_1          0     13
nor4_1                   1      1
fa_1                     3      3
dlxtn_1                  8      8
[layout make-up]
cell class | instances | share of cell area [%]
multi-input combinational | 16 | 33.3
tap | 46 | 12.2
timing repair buffer | 13 | 27.5
inverter | 2 | 1.59
sequential | 8 | 25.4
[stage by stage]
| step | setup WS, ns | utilization, % | instance area, sq um | total power (uW) | instances |
|---|---|---|---|---|---|
| 4_1_cts | 1.30 | 13.8 | 473 | 16.3 | 85 |
| 3_3_place_gp | 1.31 | 13.8 | 473 | 15.9 | 85 |
| 6_report | 1.32 | 13.8 | 473 | 16.0 | 85 |
| 2_1_floorplan | 2.19 | - | 315 | 8.73 | 30 |
| 3_5_place_dp | 1.30 | 13.8 | 473 | 16.2 | 85 |
| 5_1_grt | 1.24 | 13.8 | 473 | 17.9 | 85 |
No activity file was given, so power comes from the tool's default toggle rates.
