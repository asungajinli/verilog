`flow/config.mk`:
```
export PLATFORM = sky130hd
export DESIGN_NAME = demux_1x4
export DESIGN_NICKNAME = demux_1x4
export VERILOG_FILES = /design/flow/design.v
export SDC_FILE = /design/flow/constraint.sdc
export NUM_CORES = 4
export LEC_CHECK = 1
export CORE_AREA = 10 10 70 70
export DIE_AREA = 0 0 80 80
```
`flow/constraint.sdc`:
```
current_design demux_1x4

set clk_period 1.0
set clk_io_pct 0.2

create_clock -name clk0 -period $clk_period

set non_clock_inputs [all_inputs -no_clocks]
set_input_delay [expr $clk_period * $clk_io_pct] -clock clk0 $non_clock_inputs
set_output_delay [expr $clk_period * $clk_io_pct] -clock clk0 [all_outputs]
```
`flow/design.v`:
```
module mux_4x1 (s, a1, a2, a3, a4, d);
    input [1:0] s;
    input [3:0] a1, a2, a3, a4;
    output [3:0] d;
    reg [3:0] d;
    always @(s or a1 or a2 or a3 or a4)
    begin
        case (s)
            0 : d = a1;
            1 : d = a2;
            2 : d = a3;
            3 : d = a4;
            default: d = 4'bx;
        endcase
    end
endmodule
module demux_1x4 (s, a, d1, d2, d3, d4);
    input [1:0] s;
    input [3:0] a;
    output [3:0] d1, d2, d3, d4;
    reg [3:0] d1, d2, d3, d4;
    always @(s or a)
    begin
        case (s)
            0 : begin d1 = a; d2 = 4'b0; d3 = 4'b0;d4 = 4'b0; end
            1 : begin d1 = 4'b0; d2 = a; d3 = 4'b0; d4 = 4'b0; end
            2 : begin d1 = 4'b0; d2 = 4'b0; d3 = a; d4 = 4'b0; end
            3 : begin d1 = 4'b0; d2 = 4'b0; d3 = 4'b0; d4 = a; end
        endcase
    end
endmodule
```
`flow/run.sh`:
```
#!/bin/bash
# OpenROAD 26Q1-2900-gdf79404cd8, Yosys 0.63+post, stock flow scripts
make -C /OpenROAD-flow-scripts/flow DESIGN_CONFIG=/design/flow/config.mk WORK_HOME=/design/flow/orfs finish
```
==> flow_summary.yaml <==
# yosys + openroad results
outcome:
  run_status: "finished, violations left"
  violations: "negative setup slack"
global_routing:
  globalRouteTotalUtil_pct: 2.89
  grt_start_max_net_pins: 6
  grt_remaining_overflow: 0
  grt_antenna_before_repair: 0
  grt_pass1_wl_um: 1500
  grt_pass1_vias: 301
critical_path:
  worst-setup-path-type: "in2out"
  crit_path_required_time_ps: 800
  worstPathMaxFanout: 4
  crit_path_start: "s[1]"
  arrival_ps: 880
  worst_setup_path_start_kind: "primary input"
  cp-end-kind: "output port"
sta:
  setup_viol_count_final: 9
  layout_worst_path_cycle_share_pct: 108
  fin_setup_tns_ps: -250
  post_route_minimum_period_ps: 1080
  timing.fmax_mhz: 924
  final_critical_path_setup_slack_ps: -81.9
  headroom_to_the_max_slew_limit_pct: 92.0
  report.final.hold_viol_count: 0
  rsz0062_at_grt: "true"
  max_slew_vio_count: 0
  measured_slew_at_the_worst_slew_check_pin_ps: 120
logic_synthesis:
  synth.most_common_cell: "sky130_fd_sc_hd__and3b_2"
  synth_area_um2: 155
  yosysWarningCount: 1
  synth_cells: 18
  total_cell_area_reported_by_yosys_after_synthesis_um2: 155
  synthTopCellsByArea: "sky130_fd_sc_hd__and3b_2, sky130_fd_sc_hd__nor3b_1, sky130_fd_sc_hd__and3_1"
  postSynthSeqShare_pct: 0
  synth_top_area_share_pct: 38.7
  ys_top_cells_by_count: "sky130_fd_sc_hd__and3b_2, sky130_fd_sc_hd__and3_1, sky130_fd_sc_hd__nor3b_1"
  netlist-cell-type-count: 5
  syn_area_cell_um2: 8.62
  synth.yosys.num_cells: 18
  post-synth-top-area-cell: "sky130_fd_sc_hd__and3b_2"
cells_and_area:
  layout-drive-gt1-share_pct: 94.4
  mi_comb_area_um2: 168
  clockBufferCount: 0
  layoutNonFillerInstCount: 100
  regArea_um2: 0
  n_sequential_cell: 0
  layout.filler_cells: 386
  growth_of_design_area_from_synthesis_to_finish_pct: 256
pwr:
  power-per-cell-area_nw_per_um2: 310
  power_report.internal_total_mw: 0.119
  power_switching_mw: 0.0521
  peakVddDrop_mv: 0.117
  share_seq_of_total_power_pct: 0
  p_leak_nw: 0.294
  clock_power_share_pct: 0
  post-layout-total-power_mw: 0.171
  comb_power_share_pct: 100.0
  netSwitchingFraction_pct: 30.4
detailed_routing:
  diodes: 0
  number_of_design_rule_violations_left_by_the_first_detailed_router_iteration: 0
  drc: 0
  vias_per_cell: 2.93
  detail_route.wirelength_um: 1000
  route.antenna.remaining_nets: 0
  drt-wirelength-per-cell_um: 10.0
  1st_pass_router_iterations: 1
  detailroute.via_count: 293
place:
  placedCellCount: 88
  globalplace.congestion: 0.711
  place.detailed.hpwl_um: 681
  input_output_buffers: 22
hold_path:
  holdCritStartpoint: "a[1]"
  holdPathEnd: "d4[1]"
  count_of_cells_along_the_worst_hold_path: 3
  hp-class: "in2out"
die:
  die_area_um2: 6400
  io_pins: 22
  placementRows: 21
  die.size.y_um: 80
  die_width_um: 80
  initial_core_util_pct: 4.54
  placeableCoreArea_um2: 3420
clocking:
  cts-hold-fix-buffers: 0
job:
  stage_log_warnings: 34
  max-cap-violations: 0
## cell usage in the layout, fill, tap and decap left out
cell type                         instances
sky130_fd_sc_hd__buf_6                   16
sky130_fd_sc_hd__clkdlybuf4s15_2          3
sky130_fd_sc_hd__buf_8                    1
sky130_fd_sc_hd__buf_4                    3
sky130_fd_sc_hd__buf_2                   15
sky130_fd_sc_hd__and3b_2                  6
sky130_fd_sc_hd__and3b_1                  2
sky130_fd_sc_hd__and3_4                   3
sky130_fd_sc_hd__nor3b_2                  4
sky130_fd_sc_hd__and3_1                   1
## kinds of logic after synthesis
group         Yosys count  synth area share (%)
buf+inv                 2                  14.5
simple gates           16                  85.5
## final cells by class
class,instances,area share (%)
Multi-Input combinational cell,16,30.4
Tap cell,46,10.4
Timing Repair Buffer,38,59.2
## how the worst max path moves through the flow
stage | end | slack, ps | cells past startpoint
6_report | d1[2] | -80 | 6
5_1_grt | d1[2] | -130 | 6
4_1_cts | d1[2] | -100 | 6
## repair_timing
item,CTS,global route
setup buffers,10,1
resized,91,6
gates cloned,1,0
endpoints found under the setup margin,16,16
pin swaps,4,5
## routing by layer
| layer | routed length [um] | share of wire [%] | GRT usage [%] |
|---|---|---|---|
| met2 | 292 | 29 | 3.45 |
| met1 | 490 | 49 | 4.02 |
| met5 | 0 | 0 | 0 |
| met4 | 0 | 0 | 0 |
| met3 | 216 | 22 | 2.39 |
## critical path: stages
cell                      delay [ps]
sky130_fd_sc_hd__buf_6           100
sky130_fd_sc_hd__buf_6           110
sky130_fd_sc_hd__buf_6           110
sky130_fd_sc_hd__buf_6           100
sky130_fd_sc_hd__nor3b_2         140
sky130_fd_sc_hd__buf_2           120
## stage by stage
step	util, %	instance area (um^2)	hold WS, ps	setup slack, ps
CTS	15.1	514	739	-103
detailed placement	12.9	440	1400	-734
global route	16.2	552	777	-130
finish	16.2	552	742	-81.9
global placement	12.9	440	1400	-752
floorplan	-	155	489	330
## power by group through the flow
stage	sequential, mW	combinational, mW	clock [mW]
CTS	0	0.158	0
finish	0	0.171	0
global route	0	0.188	0
No activity file was given, so power comes from the tool's default toggle rates.
